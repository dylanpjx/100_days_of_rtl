`design/flow/config.mk`:
```
export PLATFORM = sky130hd
export DESIGN_NAME = counter
export DESIGN_NICKNAME = counter
export VERILOG_FILES = /design/flow/design.v
export SDC_FILE = /design/flow/constraint.sdc
export NUM_CORES = 4
export LEC_CHECK = 1
export CORE_AREA = 10 10 70 70
export DIE_AREA = 0 0 80 80
```
`design/flow/design.v`:
```
module counter (
  input  wire        clk,
  input  wire        reset,
  output logic [7:0] cnt_o
);
  always_ff @(posedge clk) begin
    if (reset) begin
      cnt_o <= 8'h1;
    end else begin
      cnt_o <= cnt_o + 8'd2;
    end
  end
endmodule
```
`design/flow/constraint.sdc`:
```
current_design counter

set clk_period 2.1
set clk_io_pct 0.2

create_clock -name clk0 -period $clk_period [get_ports {clk}]

set non_clock_inputs [all_inputs -no_clocks]
set_input_delay [expr $clk_period * $clk_io_pct] -clock clk0 $non_clock_inputs
set_output_delay [expr $clk_period * $clk_io_pct] -clock clk0 [all_outputs]
```
`design/flow/run.sh`:
```
#!/bin/bash
# OpenROAD 26Q1-2900-gdf79404cd8, Yosys 0.63+post, stock flow scripts
make -C /OpenROAD-flow-scripts/flow DESIGN_CONFIG=/design/flow/config.mk WORK_HOME=/design/flow/orfs finish
```
==> flow_metrics.env <==
# yosys + openroad results
export IMPL_status="finished, final reports clean"
export IMPL_first_global_vias=236
export IMPL_root_buffer="clkbuf_4"
export IMPL_ys_cells=31
export IMPL_internal_power_uw=224
export IMPL_tns_ns=0
export IMPL_route_detailed_drc=0
export IMPL_reg2reg_to="cnt_o[7]$_SDFF_PP0_"
export IMPL_place_hpwl_um=515
export IMPL_fillers=401
export IMPL_synth_flops=7
export IMPL_overflow=0
export IMPL_reg_largest_list="cnt_o x7"
export IMPL_track_usage_pct=2.14
export IMPL_antenna_found_initial=0
export IMPL_n_antenna_cell=0
export IMPL_hold_ws_ns=0.476
export IMPL_path_class="register to output port"
export IMPL_path_max_fanout=4
export IMPL_r2r_worst_path_cells=4
export IMPL_slew_violations=0
export IMPL_reg2reg_slack_ns=0.90
export IMPL_p_total_uw=283
export IMPL_rsz0062_at_grt="no"
export IMPL_worst_ir_drop_vdd_uv=267
export IMPL_max_freq_mhz=635
export IMPL_clkTransAtPathRegs_ns=0.05
export IMPL_num_vias=244
export IMPL_timing_max_cap_violations=0
export IMPL_avgSynthCellArea_um2=9.24
export IMPL_routed_wl_um=663
export IMPL_regMostFlops="cnt_o"
export IMPL_cp_arrival_ns=1.15
export IMPL_core_area_um2=3420
export IMPL_min_period_ns=1.57
export IMPL_drive_above_1_share_pct=9.76
export IMPL_setup_violations=0
export IMPL_hold_viol_final=0
export IMPL_fp_dieH_um=80
export IMPL_mostFrequentLayoutCells="8 x clkdlybuf4s50_1, 7 x dfxtp_1, 6 x nor2_1"
export IMPL_grt_pass1_wl_um=1070
export IMPL_cts_buffers_inserted=3
export IMPL_clk_latency_ns=0.25
export IMPL_cp_cell_sequence="clkdlybuf4s50_1"
export IMPL_postRouteAntennaNets=0
export IMPL_power_density_nw_per_um2=650
export IMPL_hold_class="register to register"
export IMPL_synth_top_cell_by_area="dfxtp_1"
export IMPL_crit_path_end_kind="output port"
export IMPL_whs_path_depth=1
export IMPL_post_cts_setup_buffers=0
export IMPL_fp_util_pct=8.39
export IMPL_core_rowCount=21
export IMPL_p_clk_share_pct=42.7
export IMPL_dieWidth_um=80
export IMPL_power_frac_comb_pct=6.9
export IMPL_ys_warn_count=1
export IMPL_syn_cell_area_um2=287
export IMPL_warnings=25
export IMPL_postCtsHoldBufs=0
export IMPL_netSwitchingPower_uw=59.2
export IMPL_chipArea_um2=6400
export IMPL_yosysUniqueCellTypes=14
export IMPL_worstHoldStart="cnt_o[1]$_SDFF_PP0_"
export IMPL_critical_path_top_delay_family="buffers and inverters"
export IMPL_cts_tree="yes"
export IMPL_first_iter_violations=4
export IMPL_switching_share_pct=20.9
export IMPL_critPathBufInv=1
export IMPL_cp_slowest_stage_delay_ns=0.51
export IMPL_period_used_pct=75.0
export IMPL_ios=10
export IMPL_clock_sinks=7
export IMPL_grt_max_degree=10
export IMPL_htree_levels=1
export IMPL_largest_reg_flops=7
export IMPL_min_delay_worst_endpoint="cnt_o[1]$_SDFF_PP0_"
export IMPL_seqPwrFrac_pct=50.4
export IMPL_timing_rr_start="cnt_o[1]$_SDFF_PP0_"
export IMPL_cp_depth=1
export IMPL_cts_resized_gates=0
export IMPL_ys_area_um2=287
export IMPL_syn_inst=31
export IMPL_viasPerCell=2.80
export IMPL_numPortBuffers=8
export IMPL_skew_ns=0.00345
export IMPL_cp_slowest_cell="clkdlybuf4s50_1"
export IMPL_area_leaders="dfxtp_1 49%, nor2_1 7.9%, xor2_1 6.1%"
export IMPL_clockBufferDepth=2
export IMPL_synth_seq_share_pct=48.9
export IMPL_power_leakage_nw=0.141
export IMPL_routedWlPerCell_um=7.62
export IMPL_layout_top_cell="clkdlybuf4s50_1"
export IMPL_required_ns=1.68
export IMPL_dr_pass1_iters=3
export IMPL_place_congestion=0.664
export IMPL_area_growth_pct=52.0
export IMPL_crit_path_start_kind="register"
export IMPL_synth_top_area_share_pct=48.9
metal layers:
metal	share of wire (%)	vias to the layer above	track usage, %	routed length [um]
met5	0	-	0	0
met4	0	0	0.352	0
met3	13	0	1.93	89
met2	26	12	2.25	172
met1	60	111	3.02	401
li1	-	121	-	-
layout make-up:
class | instances | area, um^2 | area share [%]
Sequential cell | 7 | 140 | 32.2
Multi-Input combinational cell | 22 | 131 | 30.2
Timing Repair Buffer | 8 | 80.1 | 18.4
Tap cell | 46 | 57.6 | 13.2
Clock buffer | 4 | 26.3 | 6.03
worst max-delay path by stage:
stage / endpoint / from / slack (ns)
global route: cnt_o[5] / cnt_o[5]$_SDFF_PP0_ / 0.46
CTS: cnt_o[4] / cnt_o[4]$_SDFF_PP0_ / 0.51
finish: cnt_o[4] / cnt_o[4]$_SDFF_PP0_ / 0.53
power groups by stage:
stage         sequential, mW  combinational [mW]  clock (mW)
finish                 0.143              0.0195       0.121
global route           0.143              0.0217       0.133
CTS                    0.143              0.0199       0.126
logic make-up (layout without fill, tap and decap cells):
logic type	Yosys count	count (layout)	share of synthesized area (%)
XOR/XNOR	3	3	9.17
buffers and inverters	2	12	5.24
flip-flops	7	7	48.9
AND-OR/OR-AND	2	2	5.24
adder cells (fa/ha/maj)	1	1	4.37
AND/OR/NAND/NOR	15	15	25.8
other	1	1	1.31
through the flow:
stage	area (um^2)	utilization [%]	instances	worst slack, ns
floorplan	287	-	31	1.08
global placement	409	12.0	83	0.634
detailed placement	409	12.0	83	0.590
CTS	435	12.7	87	0.509
finish	435	12.7	87	0.525
global route	435	12.7	87	0.459
cell usage after synthesis:
master / number
buf_4: 2
conb_1: 1
dfxtp_1: 7
ha_1: 1
nand2_1: 2
nand2b_1: 1
nand3_1: 2
nor2_1: 6
nor2b_1: 1
nor4_1: 2
o21bai_1: 2
or2b_2: 1
xnor2_1: 1
xor2_1: 2
No activity file was given, so power comes from the tool's default toggle rates.
