[flow/design.v]
module bin_2_ohe #(
  parameter BIN_W     = 4,
  parameter ONE_HOT_W = 16
)(
  input  wire [BIN_W-1:0]     bin_i,
  output wire [ONE_HOT_W-1:0] one_hot_o
);
  assign one_hot_o = 1 << bin_i;
endmodule
[flow/config.mk]
export PLATFORM = sky130hd
export DESIGN_NAME = bin_2_ohe
export DESIGN_NICKNAME = bin_2_ohe
export VERILOG_FILES = /design/flow/design.v
export SDC_FILE = /design/flow/constraint.sdc
export NUM_CORES = 4
export LEC_CHECK = 1
export CORE_AREA = 10 10 70 70
export DIE_AREA = 0 0 80 80
[flow/run.sh]
#!/bin/bash
# OpenROAD 26Q1-2900-gdf79404cd8, Yosys 0.63+post, stock flow scripts
make -C /OpenROAD-flow-scripts/flow DESIGN_CONFIG=/design/flow/config.mk WORK_HOME=/design/flow/orfs finish
[flow/constraint.sdc]
current_design bin_2_ohe

set clk_period 1.0
set clk_io_pct 0.2

create_clock -name clk0 -period $clk_period

set non_clock_inputs [all_inputs -no_clocks]
set_input_delay [expr $clk_period * $clk_io_pct] -clock clk0 $non_clock_inputs
set_output_delay [expr $clk_period * $clk_io_pct] -clock clk0 [all_outputs]
==> flow_metrics.tcl <==
# yosys + openroad results
set metrics [dict create \
    hpwl_um 633.9 \
    dieArea_um2 6400 \
    yosys_area_um2 226.5 \
    worst_path_dominant_cell_family "buffers and inverters" \
    critPathCaptureType "output pin" \
    first_pass_iters 2 \
    status "finished, violations left" \
    timing.setup.tns_ns -1.165 \
    first_iter_violations 17 \
    warnings 34 \
    whs_ns 0.7652 \
    most_common_cell "and4bb_2" \
    viasPerCell 3.236 \
    yosysTopAreaCellShare_pct 33.15 \
    worst_path_most_repeated_cell "buf_6" \
    ys_seq_share_pct 0 \
    top_cells_by_count "6 x and4bb_2, 4 x and4b_1, 4 x buf_4, 4 x nor4b_2" \
    cpMaxStageDelayCell "nor4b_4" \
    yosysTopAreaCell "and4bb_2" \
    core_region_area_um2 3416 \
    critPathArrivalTime_ns 0.94 \
    grt_pass1_vias 344 \
    power_density_nw_per_um2 336.5 \
    antennaDiodeCount 0 \
    track_usage_pct 3.833 \
    place.gp.congestion 0.7210 \
    design.seq.count 0 \
    critical-path-max-stage-delay_ns 0.27 \
    ant_nets 0 \
    clkbuf_count 0 \
    grt_max_degree 9 \
    fin_util_pct 20.95 \
    cp.buffers_inverters 4 \
    drive_gt1_share_pct 90.00 \
    grt_first_pass_wirelength_um 1980 \
    syn_area_per_cell_um2 11.32 \
    worst_setup_path_start_kind "primary input" \
    yosys_cells 20 \
    worstPathRequired_ns 0.80 \
    min_period_ns 1.144 \
    hold_class "in2out" \
    row_count 21 \
    hold_viol 0 \
    slew_headroom_pct 86.43 \
    max-vdd-ir-drop_mv 0.1492 \
    synthToLayoutAreaGrowth_pct 216.0 \
    violations "negative setup slack" \
    maxSlewViolCount 0 \
    die_x_um 80 \
    pre_cts_slack_ns -0.8001 \
    syn_area_um2 226.5 \
    cp_max_fo 6 \
    ys_types 6 \
    gr-total-overflow 0 \
    topCellsByArea "and4bb_2 33%, nor4b_2 27%, and4b_1 18%" \
    fmax_ghz 0.8741 \
    p_leak_nw 0.3464 \
    postSynthCellCount 20 \
    regArea_um2 0 \
    wl_per_cell_um 13.08 \
    numPortBuffers 20 \
    fin_crit_sh_pct 114.4 \
    setup_viol 13 \
    crit_type "in2out" \
    io_pins 20 \
    rsz0062_at_grt "yes" \
    ys_warn_count 0 \
    die_h_um 80 \
    wl_um 1386 \
    path_cells "buf_8 > buf_6 > buf_6 > nor4b_4 > buf_2" \
    initial_utilization_pct 6.630 \
    drc_errors 0 \
    worst_pin_slew_ns 0.2027 \
    cap_viol_max_count 0 \
    antenna_found_initial 0 \
    vias 343 \
    timing.final.ws_setup_ns -0.1440 \
]
-- path summary, 6_finish.rpt --
path	from	endpoint	slack [ns]	depth (start not counted)
setup / recovery	bin_i[1]	one_hot_o[1]	-0.14	5
hold / removal	bin_i[0]	one_hot_o[4]	0.77	4
-- area by class of cell --
class,instances,area [µm²]
fill,368,2700
tap,46,57.56
timing repair buffer,44,417.9
multi-input combinational,16,240.2
-- through the flow --
stage               instances  cell area (µm²)  power [mW]
global route              106            715.7      0.2572
detailed placement         86            496.7      0.1226
global placement           86            496.7      0.1215
finish                    106            715.7      0.2409
floorplan                  20            226.5     0.05087
CTS                       104            646.9      0.2065
-- cell usage in the layout, fill, tap and decap left out --
cell and instances:
buf_12 1, nor4_4 1, and4_1 1, buf_16 1, buf_8 4, clkdlybuf4s15_1 1
and4b_1 4, buf_4 6, buf_6 16, and4bb_2 6, buf_2 15, nor4b_4 4
-- per-layer routing --
layer / global-route usage, % / vias to the layer above / wire length (µm)
li1: - / 169 / -
met1: 6.856 / 154 / 779
met2: 3.933 / 20 / 470
met3: 1.477 / 0 / 137
met4: 0 / 0 / 0
met5: 0 / - / 0
-- cell families (layout without fill, tap and decap cells) --
logic type             after synthesis  count (layout)  share of synthesized area (%)
AND/OR/NAND/NOR                     16              16                          86.74
buffers and inverters                4              44                          13.26
-- where the power goes --
| part | internal, mW | leakage, nW | switching, mW | total, mW |
|---|---|---|---|---|
| clock | 0 | 0 | 0 | 0 |
| combinational | 0.156 | 0.346 | 0.0846 | 0.241 |
| sequential | 0 | 0 | 0 | 0 |
-- repair_timing --
action	in CTS	in global routing
gates resized	89	10
setup endpoints to repair	16	13
cloned	4	0
pin swaps	9	5
buffers inserted	14	3
hold buffers	0	0
Power and IR drop assume default switching activity.
