==> /design/flow/design.v <==
typedef enum {
  ADD,
  SUB,
  SLL,
  LSR,
  AND,
  OR,
  XOR,
  EQL
} opcode;
module alu (
  input  logic [7:0]   a_i,
  input  logic [7:0]   b_i,
  input  logic [2:0]   op_i,
  output logic [7:0]   alu_o
);
  always_comb begin
    case (op_i)
      ADD: alu_o = a_i + b_i;
      SUB: alu_o = a_i - b_i;
      SLL: alu_o = a_i << b_i[2:0];
      LSR: alu_o = a_i >> b_i[2:0];
      AND: alu_o = a_i & b_i;
      OR:  alu_o = a_i | b_i;
      XOR: alu_o = a_i ^ b_i;
      EQL: alu_o = (a_i == b_i);
    endcase
  end
endmodule
==> /design/flow/run.sh <==
#!/bin/bash
# OpenROAD 26Q1-2900-gdf79404cd8, Yosys 0.63+post, stock flow scripts
make -C /OpenROAD-flow-scripts/flow DESIGN_CONFIG=/design/flow/config.mk WORK_HOME=/design/flow/orfs finish
==> /design/flow/config.mk <==
export PLATFORM = sky130hd
export DESIGN_NAME = alu
export DESIGN_NICKNAME = alu
export VERILOG_FILES = /design/flow/design.v
export SDC_FILE = /design/flow/constraint.sdc
export NUM_CORES = 4
export LEC_CHECK = 1
export CORE_AREA = 10 10 113 113
export DIE_AREA = 0 0 123 123
==> /design/flow/constraint.sdc <==
current_design alu

set clk_period 3.3
set clk_io_pct 0.2

create_clock -name clk0 -period $clk_period

set non_clock_inputs [all_inputs -no_clocks]
set_input_delay [expr $clk_period * $clk_io_pct] -clock clk0 $non_clock_inputs
set_output_delay [expr $clk_period * $clk_io_pct] -clock clk0 [all_outputs]
==> notes.md <==
* yosys stat area: 1660 um2
* DR vias/cell: 4.45
* OpenROAD warning count: 50
* half-perimeter wire length of the detailed placement result: 5070 um
* final max-slew violation count: 0
* post-synthesis sequential area ratio: 0%
* Cell variety after synth: 54
* number of global-route vias before repair: 2041
* via count: 2041
* Max Fanout on Critical Path: 5
* Remaining Overflow, GRT: 0
* Post-Route WL: 6380 um
* number of buffers added on ports: 27
* Seq Cell Count: 0
* Least-Margin Pin Slew: 514 ps
* post-layout minimum cycle time: 3240 ps
* vertical extent of the die: 123 um
* Chip Area: 15100 um2
* result of the run: complete, no violations
* pin count of the biggest net entering global routing: 15
* final worst slack: 59.3 ps
* layout overhead on the synthesized area: 77.9%
* Worst EP arrival: 2580 ps
* Syn Std Cell Area: 1660 um2
* # IOs: 27
* wire length of the first global-routing pass: 10400 um
* Post-Route Utilization: 28.6%
* fmax: 309 MHz
* overall die width: 123 um
* Synth Instances: 220
* most instantiated logic cell after routing: sky130_fd_sc_hd__buf_4
* number of rows created at floorplan: 37
* setup repair after global routing missed its margin: yes
* number of buffers inserted for hold repair after clock tree synthesis: 0
* Max-cap violations: 0
* Clock Buffer Count: 0
* number of optimization iterations in the first detailed-route pass: 4
* initial antenna violation count: 0
* worst endpoint required time: 2640 ps
* endpoints failing setup: 0
* dominant logic cell types in the final layout: 81 x sky130_fd_sc_hd__buf_4, 18 x sky130_fd_sc_hd__nor2_1, 17 x sky130_fd_sc_hd__inv_1
* Setup crit start kind: input port
* Final Hold Viols: 0
* total of warnings raised by yosys: 1
* category of the most critical setup path: input port to output port
* path category of the worst min-delay check: input port to output port
* Sequential cell area: 0 um2
* fin crit share: 98.2%
* Routed wire per std cell: 13.9 um
* GRT Total Usage: 8.31%
* Leak: 0.00134 uW
* layout cells sized above 1: 49.5%
* per-instance average area after synthesis: 7.55 um2
* largest voltage drop on the vdd net: 0.0000313 V
* Core Density at Floorplan: 16.1%
* cell total in the yosys stat output: 220
* drc violations: 0
* Routed Antenna Nets: 0
* max_slew headroom: 65.5%
* Routability Congestion: 0.955
* standard cell core area: 10300 um2
* Post-Place Setup Slack: -731 ps
* power density over the cells: 147 nW/um2
* drt first-iter violations: 110
* antenna diode count: 0
* CP Capture Type: output port
[layer usage]
layer	vias up	GRT usage, %	wire length, um
met1	971	11.3	2990
met2	45	14.4	3020
met4	0	0.582	48
met5	-	0	0
met3	4	1.06	323
li1	1021	-	-
[repair_timing]
action                                 in CTS  in global routing
setup endpoints to repair                   8                  5
endpoints found under the hold margin       0                  0
gates resized                             111                  8
setup buffers                              12                  2
pin swaps                                  19                  5
[Yosys cell counts (all sizes together) (2+ instances only)]
library cell	count	area share (%)
nand2	8	1.8
o2bb2ai	2	1.1
buf	11	4.4
o41ai	2	1.5
o21ai	15	4.5
a22oi	7	3.2
nor2b	6	2.3
a21oi	14	4.2
clkbuf	5	1.1
a222oi	2	1.2
a211oi	3	1.4
nor3	5	1.5
xnor2	2	1.1
nor2	19	4.3
mux4	6	8.6
or3	3	1.4
and4	3	1.6
nand2b	4	1.5
ha	24	18
and3	2	0.75
fa	2	2.4
a31oi	5	1.9
o221ai	2	2.1
nor4	2	0.75
inv	25	5.6
xor2	4	2.1
mux2i	13	7.8
nand3	3	0.90
a221o	2	1.2
nor4b	2	1.1
[power breakdown]
group          switching [uW]  internal [uW]
Combinational             199            234
Clock                       0              0
Sequential                  0              0
[worst max-delay path, stage by stage]
cell	delay [ps]
sky130_fd_sc_hd__clkdlybuf4s50_1	480
sky130_fd_sc_hd__inv_1	60
sky130_fd_sc_hd__ha_1	360
sky130_fd_sc_hd__a32o_1	190
sky130_fd_sc_hd__a22oi_2	80
sky130_fd_sc_hd__buf_4	150
sky130_fd_sc_hd__buf_4	120
sky130_fd_sc_hd__and4_1	180
sky130_fd_sc_hd__nor3_2	180
sky130_fd_sc_hd__clkbuf_2	120
[stage by stage]
stage	total power, uW	cells	setup TNS, ps	instance area (um2)	hold slack (ps)
floorplan	191	220	0	1660	1590
global placement	379	445	-4350	2600	2570
detailed placement	380	445	-4450	2600	2550
CTS	427	457	-83.1	2930	2020
global route	473	459	-60.1	2960	1880
finish	433	459	0	2960	1850
[path summary, 6_finish.rpt]
check	startpoint	cells after the start	end
worst min-delay path	op_i[0]	4	alu_o[7]
worst max-delay path	b_i[6]	10	alu_o[6]
[area by class of cell]
class	instances	area [um2]
fill	1061	7370
multi-input combinational	179	1710
timing repair buffer	119	982
tap	136	170
inverter	25	93.8
[cell families (layout without fill, tap and decap cells)]
group | count (synthesis) | in the layout | share of synthesized area (%)
AND-OR/OR-AND | 64 | 64 | 27.9
adder cells (fa/ha/maj) | 26 | 26 | 20.5
AND/OR/NAND/NOR | 64 | 64 | 20.9
XOR/XNOR | 6 | 6 | 3.16
buffers and inverters | 41 | 144 | 11.1
multiplexers | 19 | 19 | 16.4
Power and IR drop assume default switching activity.
